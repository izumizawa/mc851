### flow/run.sh
#!/bin/bash
# OpenROAD 26Q1-2900-gdf79404cd8, Yosys 0.63+post, stock flow scripts
make -C /OpenROAD-flow-scripts/flow DESIGN_CONFIG=/design/flow/config.mk WORK_HOME=/design/flow/orfs finish
### flow/config.mk
export PLATFORM = sky130hd
export DESIGN_NAME = mmu
export DESIGN_NICKNAME = mmu
export VERILOG_FILES = /design/flow/design.v
export SDC_FILE = /design/flow/constraint.sdc
export NUM_CORES = 4
export LEC_CHECK = 1
export CORE_UTILIZATION = 40
export SYNTH_HDL_FRONTEND = slang
export SYNTH_MEMORY_MAX_BITS = 65536
### flow/constraint.sdc
current_design mmu

set clk_period 164.3
set clk_io_pct 0.2

create_clock -name clk0 -period $clk_period [get_ports {clk}]

set non_clock_inputs [all_inputs -no_clocks]
set_input_delay [expr $clk_period * $clk_io_pct] -clock clk0 $non_clock_inputs
set_output_delay [expr $clk_period * $clk_io_pct] -clock clk0 [all_outputs]
### flow/design.v
module btn #(
    parameter ADDR_WIDTH = 8
) (
    input clk,
    input btn1,
    input btn2,
    input read_enable,
    input [ADDR_WIDTH-1:0] address,
    output reg [31:0] data_out
);
    reg btn1_buffer;
    reg btn2_buffer;
    always @(posedge clk) begin
        if (!btn1)
            btn1_buffer <= ~btn1;
        if (!btn2) 
            btn2_buffer <= ~btn2;
        if (read_enable) begin
            case (address)
                0: begin
                    data_out <= btn1_buffer;
                    btn1_buffer <= 0;  
                end
                1: begin
                    data_out <= btn2_buffer;
                    btn2_buffer <= 0;  
                end
                default: data_out <= 0;
            endcase
        end else begin
            data_out <= 0;
        end
    end
endmodule
module led #(
    parameter ADDR_WIDTH = 8
)(
    input clk,
    input write_enable,
    input [ADDR_WIDTH-1:0] address,
    input [31:0] data_in,
    output [5:0] led
);
    reg [5:0] led_data_out;
    always @(posedge clk) begin
        if (write_enable) begin
            led_data_out <= data_in[5:0];
        end
    end
    assign led = led_data_out;
endmodule
module ram #(
    parameter ADDR_WIDTH = 8     
) (
    input clk,
    input write_enable,
    input read_enable,
    input [ADDR_WIDTH-1:0] address,
    input [31:0] data_in,
    output reg [31:0] data_out
);
    reg [31:0] mem [0:2**ADDR_WIDTH-1];
    always @(posedge clk) begin
        if (read_enable)
            data_out <= mem[address];
        else
            data_out <= 0;
        if (write_enable) mem[address] <= data_in;
    end
endmodule
module rom #(
    parameter ADDR_WIDTH = 8,   
    parameter ROMFILE="../../src/memdump/addi.mem"
) (
    input clk,
    input read_enable,
    input [ADDR_WIDTH-1:0] address,
    output reg [31:0] data_out
);
    reg [31:0] mem [0:2**ADDR_WIDTH-1];
    initial begin
        $readmemh(ROMFILE, mem);
    end
    always @(posedge clk) begin
        if (read_enable)
            data_out <= mem[address];
        else
            data_out <= 0;
    end
endmodule
module mmu #(
    parameter ROMFILE="../src/memdump/addi.mem"
) (
    input clk, reset_n, btn1, btn2,
    input write_enable,
    input read_enable,
    input mem_signed_read,
    input [ 1:0] mem_data_width,
    input [31:0] address,
    input [31:0] data_in,
    output reg [31:0] data_out,
    output [5:0] led,
    output reg mem_ready
);
    localparam ROM_ADDR_WIDTH = 8;
    reg rom_read_enable;
    wire  [ROM_ADDR_WIDTH-1:0] rom_address;
    wire [31:0] rom_data_out;
    rom #(
        .ADDR_WIDTH(ROM_ADDR_WIDTH),
        .ROMFILE(ROMFILE)
    ) rom_inst (
        .clk            (clk            ),
        .read_enable    (rom_read_enable),
        .address        (rom_address    ),
        .data_out       (rom_data_out   )
    );
    localparam RAM_ADDR_WIDTH = 8;
    reg ram_write_enable;
    reg ram_read_enable;
    wire  [RAM_ADDR_WIDTH-1:0] ram_address;
    wire  [31:0] ram_data_in;
    wire [31:0] ram_data_out;
    ram #( .ADDR_WIDTH(RAM_ADDR_WIDTH) ) ram_inst (
        .clk            (clk                ),
        .write_enable   (ram_write_enable   ),
        .read_enable    (ram_read_enable    ),
        .address        (ram_address        ),
        .data_in        (ram_data_in        ),
        .data_out       (ram_data_out       )
    );
    localparam BTN_ADDR_WIDTH = 8;
    reg btn_read_enable;
    wire  [BTN_ADDR_WIDTH-1:0] btn_address;
    wire [31:0] btn_data_out;
    btn #( .ADDR_WIDTH(BTN_ADDR_WIDTH) ) btn_inst (
        .clk            (clk                ),
        .btn1           (btn1               ),
        .btn2           (btn2               ),
        .read_enable    (btn_read_enable    ),
        .address        (btn_address        ),
        .data_out       (btn_data_out       )
    );
    localparam LED_ADDR_WIDTH = 8;
    reg led_write_enable;
    wire  [LED_ADDR_WIDTH-1:0] led_address;
    wire [31:0] led_data_in;
    led #( .ADDR_WIDTH(LED_ADDR_WIDTH) ) led_inst (
        .clk            (clk                ),
        .write_enable   (led_write_enable   ),
        .address        (led_address        ),
        .data_in        (led_data_in        ),
        .led            (led                )
    );
    reg [31:0] data_out_aux;     
    reg [31:0] data_in_aux;      
    reg [31:0] address_aux;      
    reg read_enable_aux;         
    reg write_enable_aux;        
    wire [ 1:0] byte_offset;     
    reg [31:0] mem_write_data;
    wire [31:0] mem_read_data_1;
    reg [31:0] mem_read_data_2;  
    reg [31:0] mem_read_unsigned;
    wire aligned_access;
    assign ram_data_in = data_in_aux;
    assign led_data_in = data_in_aux;
    assign rom_address = address_aux[ROM_ADDR_WIDTH+1:2];
    assign ram_address = address_aux[RAM_ADDR_WIDTH+1:2];
    assign btn_address = address_aux[BTN_ADDR_WIDTH+1:2];
    assign led_address = address_aux[LED_ADDR_WIDTH+1:2];
    assign mem_read_data_1 = data_out_aux;
    assign byte_offset = address[1:0];
    assign aligned_access = (byte_offset + mem_data_width < 4) ? 1 : 0;
    localparam ROM_SELECT   = 8'h00;
    localparam ROM_RANGE    = 24;
    localparam RAM_SELECT   = 8'h01;
    localparam RAM_RANGE    = 24;
    localparam BTN_SELECT   = 8'h02;
    localparam BTN_RANGE    = 24;
    localparam LED_SELECT   = 8'h03;
    localparam LED_RANGE    = 24;
    always @(*) begin
        rom_read_enable = 0;
        ram_write_enable = 0;
        ram_read_enable = 0;
        led_write_enable = 0;
        data_out_aux = 0;
        if (address[31:ROM_RANGE] == ROM_SELECT) begin
            rom_read_enable = read_enable_aux;
            data_out_aux = rom_data_out;
        end else if (address[31:RAM_RANGE] == RAM_SELECT) begin
            ram_write_enable = write_enable_aux;
            ram_read_enable = read_enable_aux;
            data_out_aux = ram_data_out;
        end else if (address[31:BTN_RANGE] == BTN_SELECT) begin
            btn_read_enable = read_enable_aux;
            data_out_aux = btn_data_out;
        end else if (address[31:LED_RANGE] == LED_SELECT) begin
            led_write_enable = write_enable_aux;
        end
    end
    always @(*) begin
        case (byte_offset)
            0: begin
                mem_read_unsigned[ 7: 0] = mem_read_data_1[7:0];
                mem_read_unsigned[15: 8] = (mem_data_width >= 1) ? mem_read_data_1[15: 8] : 8'b0;
                mem_read_unsigned[23:16] = (mem_data_width >= 2) ? mem_read_data_1[23:16] : 8'b0;
                mem_read_unsigned[31:24] = (mem_data_width == 3) ? mem_read_data_1[31:24] : 8'b0;
            end
            1: begin
                mem_read_unsigned[ 7: 0] = mem_read_data_1[15:8];
                mem_read_unsigned[15: 8] = (mem_data_width >= 1) ? mem_read_data_1[23:16] : 8'b0;
                mem_read_unsigned[23:16] = (mem_data_width >= 2) ? mem_read_data_1[31:24] : 8'b0;
                mem_read_unsigned[31:24] = (mem_data_width == 3) ? mem_read_data_2[ 7: 0] : 8'b0;
            end
            2: begin
                mem_read_unsigned[ 7: 0] = mem_read_data_1[23:16];
                mem_read_unsigned[15: 8] = (mem_data_width >= 1) ? mem_read_data_1[31:24] : 8'b0;
                mem_read_unsigned[23:16] = (mem_data_width >= 2) ? mem_read_data_2[ 7: 0] : 8'b0;
                mem_read_unsigned[31:24] = (mem_data_width == 3) ? mem_read_data_2[15: 8] : 8'b0;
            end
            3: begin
                mem_read_unsigned[ 7: 0] = mem_read_data_1[31:24];
                mem_read_unsigned[15: 8] = (mem_data_width >= 1) ? mem_read_data_2[ 7: 0] : 8'b0;
                mem_read_unsigned[23:16] = (mem_data_width >= 2) ? mem_read_data_2[15: 8] : 8'b0;
                mem_read_unsigned[31:24] = (mem_data_width == 3) ? mem_read_data_2[23:16] : 8'b0;
            end
        endcase
        if (mem_signed_read) begin
            case (mem_data_width)
                0: data_out = { {24{mem_read_unsigned[ 7]}}, mem_read_unsigned[ 7:0] };
                1: data_out = { {16{mem_read_unsigned[15]}}, mem_read_unsigned[15:0] };
                2: data_out = { { 8{mem_read_unsigned[23]}}, mem_read_unsigned[23:0] };
                3: data_out = mem_read_unsigned;
            endcase
        end else begin
            data_out = mem_read_unsigned;
        end
    end
    always @(*) begin
        case (byte_offset)
            0: begin
                mem_write_data[ 7: 0] = data_in[7:0];
                mem_write_data[15: 8] = (mem_data_width >= 1) ? data_in[15: 8] : mem_read_data_1[15: 8];
                mem_write_data[23:16] = (mem_data_width >= 2) ? data_in[23:16] : mem_read_data_1[23:16];
                mem_write_data[31:24] = mem_read_data_1[31:24];
            end
            1: begin
                mem_write_data[ 7: 0] = mem_read_data_1[7:0];
                mem_write_data[15: 8] = data_in[7:0];
                mem_write_data[23:16] = (mem_data_width >= 1) ? data_in[15: 8] : mem_read_data_1[23:16];
                mem_write_data[31:24] = (mem_data_width >= 2) ? data_in[23:16] : mem_read_data_1[31:24];
            end
            2: begin
                mem_write_data[ 7: 0] = mem_read_data_1[7:0];
                mem_write_data[15: 8] = mem_read_data_1[15:8];
                mem_write_data[23:16] = data_in[7:0];
                mem_write_data[31:24] = (mem_data_width >= 1) ? data_in[15:8] : mem_read_data_1[31:24];
            end
            3: begin
                mem_write_data[ 7: 0] = mem_read_data_1[7:0];
                mem_write_data[15: 8] = mem_read_data_1[15:8];
                mem_write_data[23:16] = mem_read_data_1[23:16];
                mem_write_data[31:24] = data_in[7:0];
            end
        endcase
    end
    localparam STATE_READY              = 3'd0;
    localparam STATE_ALIGNED_WRITE      = 3'd1;
    localparam STATE_UNALIGNED_READ     = 3'd2;
    localparam STATE_UNALIGNED_WRITE1   = 3'd3;
    localparam STATE_UNALIGNED_WRITE2   = 3'd4;
    localparam STATE_UNALIGNED_WRITE3   = 3'd5;
    localparam STATE_UNALIGNED_WRITE4   = 3'd6;
    reg [2:0] current_state = STATE_READY;
    always @(*) begin
        data_in_aux = data_in;
        address_aux = address;
        read_enable_aux = 0;
        write_enable_aux = 0;
        case (current_state)
            STATE_READY: begin
                if (write_enable && aligned_access) begin
                    if (mem_data_width == 2'b11) begin
                        read_enable_aux = read_enable;
                        write_enable_aux = 1;
                    end else begin
                        read_enable_aux = 1;
                        write_enable_aux = 0;
                    end
                end
                else if (write_enable && !aligned_access) begin
                    address_aux = address + 4;
                    read_enable_aux = 1;
                    write_enable_aux = 0;
                end
                else if (read_enable && aligned_access) begin
                    read_enable_aux = 1;
                    write_enable_aux = 0;
                end
                else if (read_enable && !aligned_access) begin
                    address_aux = address + 4;
                    read_enable_aux = 1;
                    write_enable_aux = 0;
                end
            end
            STATE_ALIGNED_WRITE: begin
                read_enable_aux = 0;
                write_enable_aux = 1;
                data_in_aux = mem_write_data;
            end
            STATE_UNALIGNED_READ: begin
                read_enable_aux = 1;
                write_enable_aux = 0;
            end
            default: begin
                ;  
            end
        endcase
    end
    always @(posedge clk, negedge reset_n) begin
        if (!reset_n) begin
            mem_ready <= 1;
            mem_read_data_2 <= 0;
            current_state <= STATE_READY;
        end else begin
            case (current_state)
                STATE_READY: begin
                    mem_ready <= 1;
                    current_state <= STATE_READY;
                    if (write_enable && aligned_access && (mem_data_width != 2'b11)) begin
                        mem_ready <= 0;
                        current_state <= STATE_ALIGNED_WRITE;
                    end
                    else if (write_enable && !aligned_access) begin
                        mem_ready <= 0;
                        current_state <= STATE_UNALIGNED_WRITE1;
                    end
                    else if (read_enable && !aligned_access) begin
                        mem_read_data_2 <= data_out_aux;
                        mem_ready <= 0;
                        current_state <= STATE_UNALIGNED_READ;
                    end
                end
                STATE_ALIGNED_WRITE: begin
                    mem_ready <= 1;
                    current_state <= STATE_READY;
                end
                STATE_UNALIGNED_READ: begin
                    mem_ready <= 1;
                    current_state <= STATE_READY;
                end
                STATE_UNALIGNED_WRITE1: begin
                    current_state <= STATE_UNALIGNED_WRITE2;
                end
                default: begin
                    mem_ready <= 1;
                    current_state <= STATE_READY;
                end
            endcase
        end
    end
endmodule
==> run summary <==
Status - finished, final reports clean
Routability congestion estimate - 0.915
Die Y - 887 um
Final Non-Filler Cells - 30.2k
Max-cap violations - 0
FP Util - 40.2%
Post-Syn Area - 313,000 um2
Final Max Tran Viols - 0
Seq cells post-synth - 8,264
Yosys cell count - 18.6k
WL final - 1,000,000 um
Htree depth - 6
Post-CTS Setup Bufs - 0
CP max FO - 8
Die area - 786,000 um2
Via-per-instance ratio - 6.18
Final hold violation count - 0
DRT Pass-1 Iters - 8
DRC - 0
Pwr per Cell Area - 12.6 nW/um2
Core ar. - 779,000 um2
Global-route wire length before repair - 1,410,000 um
Initial antenna violation count - 74
Port bufs - 97
Post-CTS resize count - 0
Worst-Margin Slew - 1310 ps
CTS Hold Buffers Added - 0
WL per Instance - 33.1 um
HPWL Detailed - 552,000 um
DR iter-0 viols - 14.9k
Die width - 887 um
Endpoints left unconstrained - 1
Hold Path Class - reg2reg
Vias in the first global route - 195k
P_leak - 106 nW
Total Routing Usage GR - 27.3%
Required @ worst endpoint - 131,440 ps
Clock slew at reported path FFs - 60 ps
WP data arrival - 36,390 ps
Commonest flop - edfxtp_1
CP peak stage delay - 670 ps
Fraction of layout cells with a size suffix above 1 - 13.3%
Register pins left without a clock - 1
Total number of vias - 187k
Post-synthesis chip area from yosys - 313,000 um2
Critical path capture point type - primary output
Clock Path Buffers - 4
Total gr overflow - 0
Clk root buf - clkbuf_16
Mapped Cells - 18.6k
FP Rows - 324
Placed inst area - 332,000 um2
F_max - 0.0144 GHz
VDD IR-drop max - 10.9 uV
Startpoint types - input pin
Final Cycle Share - 42.1%
Synth async-reset ratio - 0.363%
Netlist cell types - 79
Clk latency late pin - 1220 ps
CP Class - in2out
Worst slew margin - 11.7%
RSZ-0062 raised after global routing - no
Largest net degree at the start of global routing - 141
Finished Cell Area - 358,000 um2
Final setup TNS - 0 ps
# fillers - 64.6k
Syn. warnings - 0
Post-synth EDFFs - 8,198
Setup violations, final - 0
Avg Inst Size Synth - 16.8 um2
Hold WS - 396 ps
CTS tree - yes
Min cycle time layout - 69,250 ps
Tool warnings - 72
CP max-delay cell - or4_1
# IOs - 112
Power Total - 4.50 mW
Number of routed nets with antenna violations - 0
Placed cell count - 28.6k
Clock Skew - 162 ps
CTS buffer count - 809
Critical path, cell by cell - clkdlybuf4s50_1 > or4_1 > or4_1 > a211oi_1 > nor2_1 > a2111oi_4 > a31o_2 > clkdlybuf4s50_1
Area Growth Syn to Fin - 14.3%
power breakdown:
group / internal, mW / switching (mW) / total, mW
registers: 2.35 / 0.000237 / 2.35
logic: 0.0839 / 0.273 / 0.357
clock network: 1.00 / 0.794 / 1.80
total: 3.43 / 1.07 / 4.50
area by class of cell:
cell class                 instances  area, um2  area share (%)
clock buffer                    1044      21400            5.97
sequential                      8264     248000            69.2
clock inverter                   430       4240            1.18
multi-input combinational       8812      62000            17.3
inverter                          18       70.1          0.0196
timing repair buffer            1112       8940            2.50
antenna                          133        333          0.0931
tap                            10432      13100            3.65
final timing paths:
check / from / to / slack, ps / cells past startpoint
min in group asynchronous: reset_n / mem_read_data_2[12]$_DFFE_PN0P_ / 32100 / 2
setup reg to reg: current_state[0]$_DFF_PN1_ / ram_inst.data_out[16]$_SDFF_PN0_ / 155660 / 17
hold reg to reg: current_state[4]$_DFF_PN0_ / current_state[1]$_DFF_PN0_ / 400 / 0
hold / removal: current_state[4]$_DFF_PN0_ / current_state[1]$_DFF_PN0_ / 400 / 0
setup / recovery: address[29] / data_out[23] / 95050 / 8
max in group asynchronous: reset_n / mem_ready$_DFFE_PN1N_ / 131850 / 2
per-stage QoR:
step	setup WS [ps]	util [%]
detailed placement	95080	42.6
global placement	95050	42.6
floorplan	96370	-
global route	94910	45.9
CTS	95070	45.9
finish	95050	45.9
Yosys cell counts (16+ instances only):
cell      instances  area (um2)
a22oi_1        3260       24500
a21o_1           24         180
o41a_1          143        1610
a41o_1           62         621
a22o_1           97         850
a32oi_1          30         263
edfxtp_1       8198      246000
buf_1           220         826
mux2_2          104        1170
clkbuf_1        917        3440
dfxtp_1          35         701
inv_1            16        60.1
nor3_1           71         355
mux4_2           20         450
a221oi_1        165        1450
a221o_1          22         220
a21oi_1        1741        8710
nor4_1           51         319
o41ai_1         319        2790
nand2_1         273        1020
dfrtp_1          28         701
mux2i_1         134        1340
a211oi_1         38         285
a41oi_1         307        2690
o21ai_0        1240        6210
nand3_1          63         315
a31oi_1          53         332
or3_1            17         106
nor2_1          317        1190
nand4_1          25         156
buf_2           371        1860
nor2b_1          18         113
o211ai_1         17         128
a311oi_1         22         193
o31ai_1          25         188
nand2b_1         16         100
critical path, delay by kind of cell:
kind,cells,cell delay (ps)
simple gates,3,1390
buf+inv,2,860
compound gates,3,1270
kinds of logic (layout without fill, tap and decap cells):
family	after synthesis	in the layout	synth area share, %
buf+inv	1543	2604	2.03
mux	258	258	0.947
fa+ha+maj	2	2	0.00799
latches	1	1	0.00480
flops	8263	8263	79.1
compound gates	7644	7644	16.6
other cells	0	133	0
simple gates	908	908	1.31
placed cells by master (no fill, tap or decap), types with 21 or more instances in the layout:
master | synthesis | final
buf_4 | 12 | 989
a41oi_1 | 307 | 306
edfxtp_1 | 8198 | 8198
diode_2 | 0 | 133
a22oi_1 | 3260 | 3259
nor2_4 | 0 | 226
mux2_2 | 104 | 98
a41o_1 | 62 | 62
clkinv_16 | 0 | 28
nand3_1 | 63 | 47
a21o_1 | 24 | 24
a221o_1 | 22 | 21
a211oi_1 | 38 | 35
nor3_1 | 71 | 36
a22o_1 | 97 | 88
a21oi_1 | 1741 | 1730
clkbuf_16 | 0 | 816
dfrtp_1 | 28 | 27
mux2i_1 | 134 | 133
a31oi_1 | 53 | 48
a32oi_1 | 30 | 30
clkinv_2 | 0 | 116
bufinv_16 | 0 | 53
a221oi_1 | 165 | 165
nand2_1 | 273 | 259
nor4_1 | 51 | 39
clkdlybuf4s50_1 | 0 | 93
o21ai_0 | 1240 | 1232
nand4_1 | 25 | 25
o41a_1 | 143 | 143
buf_12 | 0 | 28
clkinv_1 | 2 | 188
clkbuf_1 | 917 | 219
a311oi_1 | 22 | 22
nor3_2 | 0 | 35
nor2_1 | 317 | 88
o41ai_1 | 319 | 303
dfxtp_1 | 35 | 35
per-layer routing:
| metal | wire length, um | GRT usage [%] |
|---|---|---|
| met5 | 4240 | 4.78 |
| met4 | 52600 | 10.9 |
| met3 | 205000 | 24.3 |
| met1 | 304000 | 30.2 |
| met2 | 435000 | 37.1 |
state kept, by name, summed over array words and instances, names as in the netlist:
register	cells
mem_read_data_2	24
btn_inst.data_out	1
mem_ready	1
btn_read_enable	1
current_state	5
led_inst.led	6
ram_inst.data_out	32
btn_inst.btn1_buffer	1
btn_inst.btn2_buffer	1
ram_inst.mem	8192
Power and IR drop assume default switching activity.
