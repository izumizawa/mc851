$ cat ./design.v
`default_nettype none
module uart
#(
    parameter DELAY_FRAMES = 234  
)
(
    input clk,
    input uart_rx,
    output uart_tx,
    output reg [5:0] led,
    input btn1
);
localparam HALF_DELAY_WAIT = (DELAY_FRAMES / 2);
reg [3:0] rxState = 0;
reg [12:0] rxCounter = 0;
reg [7:0] dataIn = 0;
reg [2:0] rxBitNumber = 0;
reg byteReady = 0;
localparam RX_STATE_IDLE = 0;
localparam RX_STATE_START_BIT = 1;
localparam RX_STATE_READ_WAIT = 2;
localparam RX_STATE_READ = 3;
localparam RX_STATE_STOP_BIT = 5;
always @(posedge clk) begin
    case (rxState)
        RX_STATE_IDLE: begin
            if (uart_rx == 0) begin
                rxState <= RX_STATE_START_BIT;
                rxCounter <= 1;
                rxBitNumber <= 0;
                byteReady <= 0;
            end
        end 
        RX_STATE_START_BIT: begin
            if (rxCounter == HALF_DELAY_WAIT) begin
                rxState <= RX_STATE_READ_WAIT;
                rxCounter <= 1;
            end else 
                rxCounter <= rxCounter + 1;
        end
        RX_STATE_READ_WAIT: begin
            rxCounter <= rxCounter + 1;
            if ((rxCounter + 1) == DELAY_FRAMES) begin
                rxState <= RX_STATE_READ;
            end
        end
        RX_STATE_READ: begin
            rxCounter <= 1;
            dataIn <= {uart_rx, dataIn[7:1]};
            rxBitNumber <= rxBitNumber + 1;
            if (rxBitNumber == 3'b111)
                rxState <= RX_STATE_STOP_BIT;
            else
                rxState <= RX_STATE_READ_WAIT;
        end
        RX_STATE_STOP_BIT: begin
            rxCounter <= rxCounter + 1;
            if ((rxCounter + 1) == DELAY_FRAMES) begin
                rxState <= RX_STATE_IDLE;
                rxCounter <= 0;
                byteReady <= 1;
            end
        end
    endcase
end
always @(posedge clk) begin
    if (byteReady) begin
        led <= ~dataIn[5:0];
    end
end
reg [3:0] txState = 0;
reg [24:0] txCounter = 0;
reg [7:0] dataOut = 0;
reg txPinRegister = 1;
reg [2:0] txBitNumber = 0;
reg [3:0] txByteCounter = 0;
assign uart_tx = txPinRegister;
localparam MEMORY_LENGTH = 12;
reg [7:0] testMemory [MEMORY_LENGTH-1:0];
initial begin
    testMemory[0] = "M";
    testMemory[1] = "a";
    testMemory[2] = "u";
    testMemory[3] = "r";
    testMemory[4] = "i";
    testMemory[5] = "c";
    testMemory[6] = "i";
    testMemory[7] = "o";
    testMemory[8] = "!";
    testMemory[9] = "!";
    testMemory[10] = " ";
    testMemory[11] = "";
end
localparam TX_STATE_IDLE = 0;
localparam TX_STATE_START_BIT = 1;
localparam TX_STATE_WRITE = 2;
localparam TX_STATE_STOP_BIT = 3;
localparam TX_STATE_DEBOUNCE = 4;
always @(posedge clk) begin
    case (txState)
        TX_STATE_IDLE: begin
            if (btn1 == 0) begin
                txState <= TX_STATE_START_BIT;
                txCounter <= 0;
                txByteCounter <= 0;
            end
            else begin
                txPinRegister <= 1;
            end
        end 
        TX_STATE_START_BIT: begin
            txPinRegister <= 0;
            if ((txCounter + 1) == DELAY_FRAMES) begin
                txState <= TX_STATE_WRITE;
                dataOut <= testMemory[txByteCounter];
                txBitNumber <= 0;
                txCounter <= 0;
            end else 
                txCounter <= txCounter + 1;
        end
        TX_STATE_WRITE: begin
            txPinRegister <= dataOut[txBitNumber];
            if ((txCounter + 1) == DELAY_FRAMES) begin
                if (txBitNumber == 3'b111) begin
                    txState <= TX_STATE_STOP_BIT;
                end else begin
                    txState <= TX_STATE_WRITE;
                    txBitNumber <= txBitNumber + 1;
                end
                txCounter <= 0;
            end else 
                txCounter <= txCounter + 1;
        end
        TX_STATE_STOP_BIT: begin
            txPinRegister <= 1;
            if ((txCounter + 1) == DELAY_FRAMES) begin
                if (txByteCounter == MEMORY_LENGTH - 1) begin
                    txState <= TX_STATE_DEBOUNCE;
                end else begin
                    txByteCounter <= txByteCounter + 1;
                    txState <= TX_STATE_START_BIT;
                end
                txCounter <= 0;
            end else 
                txCounter <= txCounter + 1;
        end
        TX_STATE_DEBOUNCE: begin
            if (txCounter == 25'b11111111111111111111) begin
                if (btn1 == 1) 
                    txState <= TX_STATE_IDLE;
            end else
                txCounter <= txCounter + 1;
        end
    endcase      
end
endmodule
$ cat ./run.sh
#!/bin/bash
# OpenROAD 26Q1-2900-gdf79404cd8, Yosys 0.63+post, stock flow scripts
make -C /OpenROAD-flow-scripts/flow DESIGN_CONFIG=/design/flow/config.mk WORK_HOME=/design/flow/orfs finish
$ cat ./config.mk
export PLATFORM = sky130hd
export DESIGN_NAME = uart
export DESIGN_NICKNAME = uart
export VERILOG_FILES = /design/flow/design.v
export SDC_FILE = /design/flow/constraint.sdc
export NUM_CORES = 4
export LEC_CHECK = 1
export CORE_UTILIZATION = 30
$ cat ./constraint.sdc
current_design uart

set clk_period 7.1
set clk_io_pct 0.2

create_clock -name clk0 -period $clk_period [get_ports {clk}]

set non_clock_inputs [all_inputs -no_clocks]
set_input_delay [expr $clk_period * $clk_io_pct] -clock clk0 $non_clock_inputs
set_output_delay [expr $clk_period * $clk_io_pct] -clock clk0 [all_outputs]
==> metrics.yaml <==
final_layout:
  flop_area_um2: 2310
  fin_util: 0.350
  final_layout_size_suffix_gt1_frac: 0.0632
  logic_area_um2: 1890
  most-common-layout-cells: "edfxtp_1, nor2_1, nand2_1, xnor2_1, inv_1"
  lay_top_count: "edfxtp_1"
  fillers: 1342
  synthToLayoutAreaGrowth_pct: 12.5
global_route:
  antenna_found_initial: 0
  grt_usage: 0.107
  grt_max_degree: 26
  grt_overflow: 0
  grt_pass1_vias: 2599
  grt_pass1_wl_mm: 12.4
power:
  power.density_nw_per_um2: 204
  total_power_mw: 1.01
  p_leak_nw: 1.66
  peakVddDrop_uv: 123
sta:
  tightest_slew_ns: 0.732
  finalClockPeriodUsage: 0.434
  hold_violations: 0
  slew_headroom: 0.510
  max_freq_mhz: 325
  postLayoutSetupSlackWorst_ns: 4.02
  post-route-min-period_ns: 3.08
  drv_slew: 0
  skew_ns: 0.00480
  final-setup-viol-count: 0
  rsz0062_at_grt: "false"
  setup-tns-final_ns: 0
floorplanning:
  chip_area_um2: 15100
  initCoreUtil: 0.311
  die_w_um: 123
  die_h_um: 123
  rows: 43
  boundaryPins: 10
  core-area_um2: 14000
synthesis:
  avgSynthCellArea_um2: 10.3
  edf_count: 77
  async_reset_ff_frac: 0
  synth-main-ff-cell: "edfxtp_1"
  syn_area_um2: 4370
  synth_cells: 423
  ys_ff: 77
  synth_seq_share: 0.529
  yosysChipArea_um2: 4370
  ys_cells: 423
  yosysUniqueCellTypes: 52
  synth_warnings: 1
placed_design:
  place_congestion: 0.844
  place_worst_setup_slack_ns: 4.06
  io_buffers: 9
  hpwl_mm: 5.06
detailed_routing:
  routed_wl_mm: 7.39
  vias: 2957
  viasPerCell: 4.87
  drc_errors: 0
  drt_iter0_drc: 241
  firstDrtPassIters: 5
  antenna_left: 0
  post_drt_wl_per_cell_um: 12.2
  diodes: 0
setup_path:
  required_ns: 7.11
  path_cells: "ha_1 > nand4_1 > or3_4 > or3_1 > a21oi_1 > and4bb_1 > and3b_1"
  cp_slowest_cell: "edfxtp_1"
  path_class: "reg -> reg"
  path_max_fanout: 10
  crit_path_start_kind: "flop"
  worstPathArrival_ns: 3.09
  end_kind: "flop"
  crit_path_max_incr_delay_ns: 0.44
clock_network:
  clock-sinks: 77
  root_buffer: "clkbuf_16"
  cts_tree: "done"
  cts_resized: 0
  clk_latency_ns: 0.33
  post_cts_buffers: 0
  clkTransAtPathRegs_ns: 0.06
  cts.hold.buffers_added: 0
  cts_buffers: 9
  cts_buffer_depth: 2
  htree_num_levels: 3
status:
  status: "finished clean"
flow_run:
  drv_cap: 0
  warning_count: 29
hold_path:
  hold_path.class: "reg -> reg"
==> where the power goes <==
group / switching, mW / internal (mW) / leakage (nW)
Sequential: 0.00867 / 0.502 / 0.755
Combinational: 0.0111 / 0.0103 / 0.758
Clock: 0.171 / 0.302 / 0.147
Total: 0.191 / 0.814 / 1.66
==> worst max-delay path, delay by kind of cell, from the launching register on <==
kind	cells	cell delay, ns
fa+ha+maj	1	0.37
simple gates	5	1.80
flops	1	0.44
compound gates	1	0.15
==> state kept, by name, indices dropped and copies added (netlist names) <==
register,count
txBitNumber,3
rxState,3
dataOut,7
rxBitNumber,3
txPinRegister,1
rxCounter,13
txState,3
dataIn,8
txByteCounter,4
txCounter,25
led,6
byteReady,1
==> final timing paths <==
path              slack [ns]  depth (start not counted)         start    endpoint
setup / recovery        4.02                          7  txCounter[0]  dataOut[0]
hold / removal          0.42                          0     dataIn[6]   dataIn[5]
setup reg to reg        4.02                          7  txCounter[0]  dataOut[0]
hold reg to reg         0.42                          0     dataIn[6]   dataIn[5]
==> metrics by stage <==
step,area [um2],cells,hold slack (ns)
3_5_place_dp,4610,593,0.410
2_1_floorplan,4370,423,0.400
6_report,4920,607,0.422
4_1_cts,4920,607,0.423
5_1_grt,4920,607,0.438
3_3_place_gp,4610,593,0.403
==> routing by layer <==
metal	vias to the layer above	wire length [um]	GRT usage	share of wire
met3	10	320	0.0256	0.043
met4	0	129	0.0137	0.017
met1	1374	3760	0.171	0.51
met2	46	3180	0.157	0.43
met5	-	0	0	0
li1	1527	-	-	-
==> Yosys cell counts, types with 12 or more instances <==
library cell	count	area [um2]
edfxtp_1	77	2310
nor2_1	60	225
nand2_1	28	105
xnor2_1	26	228
inv_1	21	78.8
nand3_1	20	100
nor3_1	20	100
xor2_1	18	158
nand4_1	14	87.6
o21ai_0	14	70.1
a21oi_1	13	65.1
clkbuf_1	12	45.0
==> cell families after synthesis <==
kind of cell / Yosys count / share of synthesized area
and+or+nand+nor: 198 / 0.234
DFF: 77 / 0.529
AOI/OAI and AO/OA: 47 / 0.0655
xor gates and xnor gates: 44 / 0.0882
buffers and inverters: 42 / 0.0398
adders and majority gates: 11 / 0.0315
muxes: 4 / 0.0123
==> final cells by class <==
class | count | share of cell area
timing repair buffer | 11 | 0.0214
clock buffer | 9 | 0.0458
clock inverter | 5 | 0.0158
tap | 180 | 0.0458
inverter | 21 | 0.0160
sequential | 77 | 0.470
multi-input combinational | 304 | 0.385
Power figures rest on the tool's default switching activity, not on a simulated workload.
