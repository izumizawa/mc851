$ cat flow/design.v
module register_file (
    input clk,
    input wire [4:0] read_reg1,  
    input wire [4:0] read_reg2,  
    input wire [4:0] write_reg,  
    input wire write_enable,
    input wire [31:0] write_data,  
    output wire [31:0] read_data1,  
    output wire [31:0] read_data2,  
    output wire [31:0] uart_data
);
    reg [31:0] registers [0:31];
    assign read_data1 = (read_reg1 != 0) ? ((write_enable && read_reg1 == write_reg) ? write_data : registers[read_reg1]) : 0;
    assign read_data2 = (read_reg2 != 0) ? ((write_enable && read_reg2 == write_reg) ? write_data : registers[read_reg2]) : 0;
    assign uart_data = registers[5];
    integer i;
    always @(posedge clk) begin
        if (write_enable) begin
            if (write_reg != 0) begin
                for(i=0; i<31; i=i+1) begin
                    if (i == write_reg) begin
                        registers[i] <= write_data;
                    end
                end
            end
        end
    end
endmodule
$ cat flow/run.sh
#!/bin/bash
# OpenROAD 26Q1-2900-gdf79404cd8, Yosys 0.63+post, stock flow scripts
make -C /OpenROAD-flow-scripts/flow DESIGN_CONFIG=/design/flow/config.mk WORK_HOME=/design/flow/orfs finish
$ cat flow/config.mk
export PLATFORM = sky130hd
export DESIGN_NAME = register_file
export DESIGN_NICKNAME = register_file
export VERILOG_FILES = /design/flow/design.v
export SDC_FILE = /design/flow/constraint.sdc
export NUM_CORES = 4
export LEC_CHECK = 1
export CORE_UTILIZATION = 50
$ cat flow/constraint.sdc
current_design register_file

set clk_period 14.4
set clk_io_pct 0.2

create_clock -name clk0 -period $clk_period [get_ports {clk}]

set non_clock_inputs [all_inputs -no_clocks]
set_input_delay [expr $clk_period * $clk_io_pct] -clock clk0 $non_clock_inputs
set_output_delay [expr $clk_period * $clk_io_pct] -clock clk0 [all_outputs]
==> flow_summary.ini <==
; flow metrics
[setup_path]
critical_path_arrival_ps = 7900
timing.critical_path.from_type = input port
critPathCaptureType = output port
worstPathMaxFanout = 29
worstSetupPathType = input port to output port
required_time_of_the_worst_setup_path_ps = 11520

[clock_tree]
quantity_of_gates_resized_following_cts = 0
clock_sinks = 992
max-clock-path-buffers = 3
cts_hold_buffers = 0
clkSlewWorstSetupHoldPaths_ps = 60
clock_root_buffer = clkbuf_16
tritoncts = done
numCtsBuffers = 105
h-tree-depth = 3
cts.repair_timing.setup_buffer_count = 0

[run_status]
status = finished, final reports clean

[min_path]
timing.hold.worst.start = write_data[25]
holdPathStages = 1
hold_path.class = input port to register
hold-path-endpoint = registers[4][25]$_DFFE_PP_

[floorplanning]
die_w_um = 301
coreArea_mm2 = 0.0884
floorplan.die.height_um = 301
design.die.area_mm2 = 0.0904
std_cell_rows = 109
boundaryPins = 145
initCoreUtil_pct = 50.5

[power]
power_density_relative_to_cell_area_mw_per_mm2 = 127
peakVddDrop_mv = 0.139
finalPower_mw = 6.64
total_leakage_power_nw = 16.9

[final_layout]
syn2layout_area_growth_pct = 17.0
fill_cells = 6672
logic_area_mm2 = 0.0142
final_layout_size_suffix_gt1_share_pct = 15.6
largest_registers = registers: 992 flops
largest_register = registers
ff_latch_area_mm2 = 0.0298
flip_flop_count_of_the_largest_register_after_layout = 992

[global_routing]
antenna_found_initial = 30
wire_length_of_the_first_global_routing_pass_um = 352000
grt_max_degree = 37
grt_pass1_vias = 41300
grt_util_overall_pct = 65.3
leftover_overflow_at_the_end_of_global_routing = 0

[place]
portBuffers = 144
worst_case_setup_slack_after_placement_ps = 4190
dpl.hpwl_um = 158000
gp_congestion = 1.14

[logic_synthesis]
synth.area.top_cells = edfxtp_1 (67%), a22oi_1 (11%), nand4_1 (1.9%), mux2i_1 (1.9%), buf_2 (1.5%)
synth-area-yosys_mm2 = 0.0446
synth-cells-yosys = 3217
yosys-top-cells-count = edfxtp_1 (992), a22oi_1 (633), nand2_1 (159)
number_of_warnings_issued_by_yosys = 34
ys_seq_share_pct = 66.8
netlist.top_cell.by_instances = edfxtp_1
synth_async_sr_flop_share_pct = 0
synthCells = 3217
post_synth_num_cell_types = 79
edf_count = 992
synth_flop_count = 992
synthesis.area_per_instance_um2 = 13.9
synth_largest_type_area_fraction_pct = 66.8
synth_area_leader_cell = edfxtp_1
syn-cell-area_mm2 = 0.0446
yosys_most_used_dff = edfxtp_1

[final_timing]
fin_crit_sh_pct = 74.9
setup_ws_ps = 3620
finalHoldViolations = 0
final.setup.tns_ps = 0
setup_viol = 0
period_minus_slack_ps = 10780
max_slew_margin_pct = 16.1
max_clock_freq_mhz = 92.8
rsz0062_at_grt = false
tightest_slew_ps = 1260
final-max-slew-violation-count = 0

[flow_run]
openroad.warnings = 25
maxCapViolations = 0

[drt]
detail_route.wirelength_um = 268000
dr.pass1.iters = 10
via_count = 41200
dr_drc_count = 0
ant_nets = 0
viasPerCell = 8.61
drtIter0Drc = 5493
wire_per_inst_um = 55.9
## metal layers
layer	vias up	track usage [%]	routed length, µm
met2	5819	77.0	102000
met1	19200	65.8	73700
met4	105	46.6	28900
met3	2094	64.9	60800
li1	14000	-	-
met5	-	33.7	2740
## final cells by class
cell class                 instances  share of cell area (%)
sequential                       992                    57.1
multi-input combinational       2005                    27.1
timing repair buffer             381                    6.09
clock buffer                     128                    5.20
tap                             1165                    2.79
clock inverter                    68                    1.46
antenna                           45                   0.216
inverter                           5                  0.0360
## logic make-up (layout without fill, tap and decap cells)
family,Yosys count,in the layout,share of synthesized area [%]
buffers and inverters,251,582,2.94
muxes,112,112,2.62
xor gates and xnor gates,10,10,0.196
DFF,992,992,66.8
other,1,77,0.00841
and+or+nand+nor,771,771,9.32
AOI/OAI and AO/OA,1080,1080,18.1
## worst max-delay path, cell delays in order
cell             delay, ps
buf_2                   80
buf_4                  410
buf_4                  560
or3b_1                 830
nor2_4                 820
buf_4                  750
a22oi_1                170
nand4_1                130
a2111oi_0               70
a21oi_1                490
clkdlybuf4s50_1        590
## how the worst max path moves through the flow
stage	cells after the start	to	startpoint
after global routing	11	read_data1[1]	read_reg1[2]
final	11	read_data1[1]	read_reg1[2]
after CTS	11	read_data1[17]	read_reg1[2]
## power breakdown
| part | total, mW | internal, mW | switching [mW] |
|---|---|---|---|
| combinational | 0.588 | 0.177 | 0.411 |
| sequential | 3.25 | 3.22 | 0.0285 |
| clock | 2.80 | 1.58 | 1.22 |
## placed cells by master, fill, tap and decap left out, types with 45 or more instances in the layout
cell / Yosys / final
nor2_1: 127 / 73
nand2_1: 159 / 157
clkbuf_16: 0 / 105
mux2i_1: 83 / 83
and3_1: 66 / 66
o21ai_0: 79 / 79
nor3_1: 71 / 64
edfxtp_1: 992 / 992
a21oi_1: 84 / 84
nand4_1: 135 / 135
clkdlybuf4s50_1: 0 / 134
nand3_1: 52 / 52
a22oi_1: 633 / 633
buf_4: 22 / 240
nor2_4: 12 / 78
diode_2: 0 / 45
a22o_1: 65 / 65
## metrics by stage
stage	hold WS (ps)	area [µm²]	util, %	std cells
global route	2890	52100	59.0	4753
finish	2900	52200	59.1	4789
CTS	2880	52100	58.9	4744
floorplan	2980	44700	-	3248
global placement	3650	48600	55.0	4548
detailed placement	3640	48600	55.0	4548
Power figures rest on the tool's default switching activity, not on a simulated workload.
